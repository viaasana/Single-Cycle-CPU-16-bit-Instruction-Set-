File: /design/flow/design.v
module control_unit (
    input wire [15:0] instruction,
    output wire [3:0] alu_opcode,
    output wire [2:0] seltect_alu_inputA,
    output wire [2:0] seltect_alu_inputB,
    output wire wr_back,
    output wire [2:0] seltect_wr_back,
    output wire input_en,
    output wire output_en,
    output wire [2:0] select_output_reg,
    output [7:0] immediate,
    output jump_immediate,
    output wire [7:0] jump_address,
    output wire jump_link,
    output wire [2:0] jump_link_reg
);
    assign alu_opcode = (instruction[14] & ~instruction[13])?4'b0010:instruction[3:0];
    assign seltect_alu_inputA = instruction[12:10];
    assign seltect_alu_inputB = instruction[9:7];
    assign seltect_wr_back = instruction[15] ? instruction[12:10] : instruction[6:4];
    assign wr_back = ~instruction[15] & ~instruction[14];
    assign input_en = instruction[15] & ~instruction[13];
    assign output_en = instruction[15] & instruction[13];
    assign select_output_reg = instruction[12:10];
    assign immediate = instruction[6:0];
    assign jump_immediate = instruction[14] & ~instruction[13];
    assign jump_address = instruction[6:0];
    assign jump_link = ~instruction[15]&instruction[14] & instruction[13];
    assign jump_link_reg = instruction[12:10];
endmodule
File: /design/flow/run.sh
#!/bin/bash
# OpenROAD 26Q1-2900-gdf79404cd8, Yosys 0.63+post, stock flow scripts
make -C /OpenROAD-flow-scripts/flow DESIGN_CONFIG=/design/flow/config.mk WORK_HOME=/design/flow/orfs finish
File: /design/flow/config.mk
export PLATFORM = sky130hd
export DESIGN_NAME = control_unit
export DESIGN_NICKNAME = control_unit
export VERILOG_FILES = /design/flow/design.v
export SDC_FILE = /design/flow/constraint.sdc
export NUM_CORES = 4
export LEC_CHECK = 1
export CORE_AREA = 10 10 70 70
export DIE_AREA = 0 0 80 80
File: /design/flow/constraint.sdc
current_design control_unit

set clk_period 1.1
set clk_io_pct 0.2

create_clock -name clk0 -period $clk_period

set non_clock_inputs [all_inputs -no_clocks]
set_input_delay [expr $clk_period * $clk_io_pct] -clock clk0 $non_clock_inputs
set_output_delay [expr $clk_period * $clk_io_pct] -clock clk0 [all_outputs]
==> out/qor.csv <==
metric,value,unit
dpl hpwl,1.20,mm
Avg WL per Cell,11.3,um
Slew Limit Fails,0,
CP Max Fanout,3,
Crit Path Category,in -> out,
largest area contributor in the netlist,buf_4,
area figure in the yosys stat output,307,um2
Syn Area/Cell,7.13,um2
# diodes,0,
Post-Synthesis Cells,43,
largest net degree at the start of global routing,7,
placed cells,117,
Top cell area share,0.686,
total stage count of the critical path,2,
P&R area growth vs syn,114,%
die width,80,um
Mux area share,0.110,
Hold Crit Class,in -> out,
Distinct lib cells used,9,
Synth Area in Compound Gates,0,
Simple-Gate Area Share,0.180,
CP max stage cell,clkdlybuf4s50_1,
vias in the first global route,323,
status,"finished, final reports clean",
"antenna viol nets, final",0,
routability-driven placement congestion ratio,0.696,
via count,310,
"Buf+Inv Stages, Crit Path",2,
# Cells Yosys,43,
Yosys top cell by instances,buf_4,
vertical die size,80,um
max_cap viols,0,
"Cell Area, Synth",307,um2
register area,0,um2
LEAKAGE,0.349,nW
Hold Fails Final Rpt,0,
initial DRC count,5,
max frequency,921,MHz
count of tool warnings,32,
Crit path max-delay family,buffers and inverters,
crit share post-route,0.987,
CP Launch Point,instruction[0],
first drt pass iteration count,4,
GRT Resource Usage Total,0.0346,
# port buffers,48,
post-route insts no fill,117,
Critical Path Max Stage Delay,0.46,ns
number of cell rows,21,
Seq Cell Count,0,
Setup Viol. Count Final,0,
crit path DRT,0.88,ns
Setup crit end,immediate[0],
initial antenna violation count,0,
biggest area cells,"buf_4 (69%), mux2_2 (11%), and2_1 (8.2%)",
Post-Synth XOR/XNOR Area,0,
Top Ports,56,
starting density of the core,0.0897,
GRT overflow,0,
WP data arrival,0.87,ns
crit path capture type,output pin,
top cells by count,"buf_4 (28), and2_1 (4), mux2_2 (3)",
Vias/cell,2.65,
core box area,3420,um2
Final Critical Period,1.09,ns
setup_tns,0,ns
RSZ-0062 raised after global routing,no,
Post-route DRC,0,
first-pass GRT wire length,1.82,mm
startpoint types,input port,
worst-path cell chain,clkdlybuf4s15_2 -> clkdlybuf4s50_1,
total die size,6400,um2
"top comb family, area",buffers and inverters,
Max VDD drop,0.0797,mV
Post-Synth Adder-Cell Area,0,
pwr dens,293,nW/um2
Post-synth seq share,0,
final wirelength,1.33,mm
clock buffers,0,
YS warnings,0,
fraction of layout cells with a size suffix above 1,0.423,
-- through the flow --
stage | power, mW | instance area [um2] | setup slack, ns | utilization | hold WS, ns
global placement | 0.235 | 691 | -0.728 | 0.202 | 0.440
finish | 0.193 | 657 | 0.0142 | 0.192 | 0.440
detailed placement | 0.235 | 691 | -0.738 | 0.202 | 0.440
global route | 0.214 | 657 | 0.00130 | 0.192 | 0.440
floorplan | 0.0790 | 310 | 0.359 | - | 0.450
CTS | 0.206 | 671 | 0.00117 | 0.196 | 0.440
-- placed cells by master, fill, tap and decap left out, types with 2 or more instances in the layout --
master           instances
and2_1                   2
buf_6                    5
mux2_2                   3
clkdlybuf4s50_1         11
conb_1                   2
nor2_1                   2
clkdlybuf4s15_1          3
clkdlybuf4s15_2          3
dlygate4sd2_1           15
buf_2                    9
dlymetal6s2s_1           3
buf_4                    5
and2_4                   2
-- kinds of logic after synthesis --
family                 after synthesis
buffers and inverters               29
multiplexers                         3
other                                1
AND/OR/NAND/NOR                     10
-- worst min path at each step --
| stage | from | slack [ns] | end | cells past startpoint |
|---|---|---|---|---|
| final | instruction[7] | 0.44 | seltect_alu_inputB[0] | 0 |
| after global routing | instruction[7] | 0.44 | seltect_alu_inputB[0] | 0 |
| after CTS | instruction[8] | 0.44 | seltect_alu_inputB[1] | 0 |
-- area by class of cell --
| cell class | instances | area [um2] |
|---|---|---|
| Timing Repair Buffer | 55 | 487 |
| Fill cell | 400 | 2760 |
| Tap cell | 46 | 57.6 |
| Inverter | 1 | 3.75 |
| Multi-Input combinational cell | 15 | 109 |
-- power breakdown --
part	internal [mW]	switching, mW
Combinational	0.146	0.0470
Clock	0	0
Sequential	0	0
Total	0.146	0.0470
-- layer usage --
layer | GRT usage | routed length (um)
met3 | 0.0148 | 169
met4 | 0 | 0
met2 | 0.0498 | 561
met1 | 0.0494 | 594
met5 | 0 | 0
-- what timing repair did --
item,4_1_cts,5_1_grt
pin swaps,2,0
buffers inserted,2,0
hold buffers,0,0
setup endpoints to repair,35,10
hold endpoints to repair,0,0
resized,84,9
Power and IR drop assume default switching activity.

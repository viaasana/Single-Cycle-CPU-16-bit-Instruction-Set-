===== flow/design.v =====
module ALU #(
    parameter WIDTH = 8
)(
    input [3:0] opcode,
    input signed [WIDTH-1:0] op1,
    input signed [WIDTH-1:0] op2,
    output wire signed [WIDTH-1:0] result,
    output wire equals_zero,
    output wire overflow
);
    wire [WIDTH-1:0] AU_result;
    wire AU_overflow;
    wire [WIDTH-1:0] add_result;
    wire [WIDTH-1:0] sub_result;
    wire [WIDTH-1:0] add1_result;
    wire [WIDTH-1:0] sub1_result;
    wire LU_result;
    wire [WIDTH-1:0] and_result;
    wire [WIDTH-1:0] or_result;
    wire [WIDTH-1:0] xor_result;
    wire [WIDTH-1:0] nand_result;
    wire [WIDTH-1:0] shift_left1_result;
    wire [WIDTH-1:0] shift_left2_result;
    wire [WIDTH-1:0] shift_left3_result;
    wire [WIDTH-1:0] shift_left4_result;
    wire [WIDTH-1:0] shift_right1_result;
    wire [WIDTH-1:0] shift_right2_result;
    wire [WIDTH-1:0] shift_right3_result;
    wire [WIDTH-1:0] shift_right4_result;
    wire sign_op1 = op1[WIDTH-1];
    wire sign_op2 = op2[WIDTH-1];
    wire sign_result;
    assign add_result = op1 + op2;
    assign sub_result = op1 - op2;
    assign add1_result = op1 + 1;
    assign sub1_result = op1 - 1;
    assign and_result = op1 & op2;
    assign or_result = op1 | op2;
    assign xor_result = op1 ^ op2;
    assign nand_result = ~(op1 & op2);
    assign shift_left1_result = op1 << 1;
    assign shift_left2_result = op1 << 2; 
    assign shift_left3_result = op1 << 3;
    assign shift_left4_result = op1 << 4;
    assign shift_right1_result = op1 >> 1;
    assign shift_right2_result = op1 >> 2;
    assign shift_right3_result = op1 >> 3;
    assign shift_right4_result = op1 >> 4;
    assign result = (opcode == 4'b0000) ? add_result :
                   (opcode == 4'b0001) ? add1_result :
                   (opcode == 4'b0010) ? sub_result :
                   (opcode == 4'b0011) ? sub1_result :
                   (opcode == 4'b0100) ? and_result :
                   (opcode == 4'b0101) ? or_result :
                   (opcode == 4'b0110) ? xor_result :
                   (opcode == 4'b0111) ? nand_result :
                   (opcode == 4'b1000) ? shift_left1_result :
                   (opcode == 4'b1001) ? shift_left2_result :
                   (opcode == 4'b1010) ? shift_left3_result :
                   (opcode == 4'b1011) ? shift_left4_result :
                   (opcode == 4'b1100) ? shift_right1_result :
                   (opcode == 4'b1101) ? shift_right2_result :
                   (opcode == 4'b1110) ? shift_right3_result :
                   (opcode == 4'b1111) ? shift_right4_result : {WIDTH{1'bz}};
    assign sign_result = result[WIDTH-1];
    assign equals_zero = (result == {WIDTH{1'b0}});
    assign overflow = (opcode[2] | opcode[3])? 0:
                        ((opcode == 3'b000) && (~sign_op1 & ~sign_op2 & sign_result | sign_op1 & sign_op2 & ~sign_result)) ||
                        ((opcode == 3'b001) && (~sign_op1 & sign_result)) ||
                        ((opcode == 3'b010) && (~sign_op1 & ~ sign_op2 & sign_result | sign_op1 & ~sign_op2 & ~sign_result)) ||
                        ((opcode == 3'b011) && (sign_op1 & ~sign_result));
endmodule

===== flow/run.sh =====
#!/bin/bash
# OpenROAD 26Q1-2900-gdf79404cd8, Yosys 0.63+post, stock flow scripts
make -C /OpenROAD-flow-scripts/flow DESIGN_CONFIG=/design/flow/config.mk WORK_HOME=/design/flow/orfs finish

===== flow/config.mk =====
export PLATFORM = sky130hd
export DESIGN_NAME = ALU
export DESIGN_NICKNAME = ALU
export VERILOG_FILES = /design/flow/design.v
export SDC_FILE = /design/flow/constraint.sdc
export NUM_CORES = 4
export LEC_CHECK = 1
export CORE_AREA = 10 10 114 114
export DIE_AREA = 0 0 124 124

===== flow/constraint.sdc =====
current_design ALU

set clk_period 8.7
set clk_io_pct 0.2

create_clock -name clk0 -period $clk_period

set non_clock_inputs [all_inputs -no_clocks]
set_input_delay [expr $clk_period * $clk_io_pct] -clock clk0 $non_clock_inputs
set_output_delay [expr $clk_period * $clk_io_pct] -clock clk0 [all_outputs]

==> impl_metrics.ini <==
; physical design summary
[hold_path]
worstHoldPathType = primary input to output pin

[floorplan]
rows = 37
initial_utilization_pct = 22.9
die-area_um2 = 15400
die-height_um = 124
coreArea_um2 = 10400
num_io_pins = 30
dieWidth_um = 124

[run]
openroad.warnings = 49
drv_cap = 0

[timing]
relSlewSlack_pct = 44.6
worst_slew_pin_slew_ns = 0.829
rsz0062_at_grt = no
setup_tns_ns = 0
report.final.slew_viol_count = 0
finalSetupViolCount = 0
hold_viol = 0
fin_crit_sh_pct = 84.0
period_minus_slack_ns = 7.31
fmax_ghz = 0.137

[route]
drtIter0Drc = 243
first_pass_iters = 5
route.detailed.drc = 0
finalWirelength_um = 9560
via_per_inst = 5.46
via_count = 2770
ant_nets = 0
diodes = 0
post_drt_wl_per_cell_um = 18.9

[synth]
synth_cells = 366
ys_cells = 366
synth.avg_cell_area_um2 = 6.51
ys_area_um2 = 2380
yosys_warnings = 1
synth_top_area_share_pct = 13.6
ys_seq_share_pct = 0
synth_cell_type_count = 68
syn_area_um2 = 2380
top_cells_by_area = ha_1 (14%), xnor2_1 (6.6%), a21oi_1 (6.5%), nor2_1 (5.5%), nand2_1 (4.7%)
yosysTopAreaCell = ha_1

[grt]
grt_max_degree = 55
grt_pass1_vias = 2676
gr-total-overflow = 0
grt_pass1_wl_um = 15300
grt_use_total_pct = 12.4
antenna_found_initial = 0

[worst_setup_path]
crit_required_ns = 6.96
worstPathArrival_ns = 5.57
critPathLaunchType = primary input
path_class = primary input to output pin
setup.worst_path.end_class = output pin
worstPathMaxFanout = 16

[pwr]
p_sw_w = 0.0000961
comb_power_share_pct = 100.0
switching_share_pct = 57.7
power_leakage_nw = 1.01
power_density_nw_per_um2 = 60.7
pwr-share-clk_pct = 0
vdd_drop_max_uv = 20.3
seqPwrFrac_pct = 0
intPower_w = 0.0000703

[cts]
cts_setup_buffers = 0
hold_buffers = 0
cts-resized-gates = 0

[cells_and_area]
stdcell_area_um2 = 2740
nClkBuffers = 0
seq_cells = 0
areaGrowthSynthToFinish_pct = 15.1
n_fill_cell = 1168
regArea_um2 = 0
comb_area_um2 = 2140
drive_gt1_share_pct = 5.39

[place]
dpl.hpwl_um = 7160
gp_congestion = 0.978
placed_area_um2 = 2740
port_buffers = 30

[status]
status = completed
==> path summary, 6_finish.rpt <==
path	depth (start not counted)	endpoint	slack (ns)	startpoint
worst max-delay path	10	equals_zero	1.39	op1[4]
worst min-delay path	7	overflow	4.72	opcode[1]
==> cell type report <==
type,count,area share (%)
multi-input cells,309,78.1
repair buffers,34,11.9
well taps,136,6.20
inverters,28,3.83
==> worst max-delay path, stage by stage <==
cell	delay, ns
clkdlybuf4s50_1	0.92
inv_1	0.19
ha_1	0.53
or4_1	0.58
a211o_1	0.27
a32o_1	0.24
a221o_1	0.28
nor2_1	0.11
nor4b_4	0.18
clkdlybuf4s50_1	0.50
==> layer usage <==
| layer | global-route usage, % | wire length (um) | up-vias |
|---|---|---|---|
| met5 | 0 | 0 | - |
| met4 | 2.88 | 233 | 0 |
| met3 | 1.19 | 497 | 16 |
| met2 | 20.1 | 4430 | 88 |
| met1 | 17.5 | 4400 | 1309 |
| li1 | - | - | 1357 |
==> cells by family after synthesis <==
| logic type | count (synthesis) | synth area share, % |
|---|---|---|
| muxes | 9 | 4.36 |
| adders and majority gates | 28 | 15.3 |
| xor gates and xnor gates | 19 | 6.98 |
| AOI/OAI and AO/OA | 134 | 38.3 |
| and+or+nand+nor | 119 | 25.0 |
| buffers and inverters | 57 | 10.1 |
==> power by group through the flow <==
stage	logic, W	clock network, W	registers [W]
4_1_cts	0.000166	0	0
5_1_grt	0.000183	0	0
6_report	0.000166	0	0
==> placed cells by master, fill, tap and decap left out, types with 3 or more instances in the layout <==
cell type	instances
o32ai_1	3
a22o_1	3
nand3b_1	3
ha_1	26
or3_1	3
mux2i_1	7
o2bb2ai_1	3
clkdlybuf4s50_1	29
a31oi_1	6
inv_2	6
nor2b_1	8
o21ai_0	20
nand2_1	30
o31ai_1	3
inv_1	22
nor3_1	9
o211ai_1	8
nor2_1	35
a221oi_1	7
a22oi_1	4
o21ai_1	7
o22ai_1	10
buf_4	4
nand3_1	9
a21oi_1	31
xnor2_1	18
nand2b_1	5
==> cells in the mapped netlist, types with 2 or more instances <==
cell / number
nor2_1: 35
a21oi_1: 31
nand2_1: 30
ha_1: 26
inv_1: 22
o21ai_0: 20
xnor2_1: 18
buf_2: 15
clkbuf_1: 11
o22ai_1: 10
nand3_1: 9
nor3_1: 9
nor2b_1: 8
o211ai_1: 8
a221oi_1: 7
mux2i_1: 7
o21ai_1: 7
a31oi_1: 6
inv_2: 6
nand2b_1: 5
a22oi_1: 4
a22o_1: 3
nand3b_1: 3
o2bb2ai_1: 3
o31ai_1: 3
o32ai_1: 3
or3_1: 3
a21boi_0: 2
a221o_1: 2
a311oi_1: 2
buf_4: 2
fa_1: 2
nand4_1: 2
nand4b_1: 2
nor4_1: 2
o2111ai_1: 2
o21a_1: 2
o31a_1: 2
or2_1: 2
or4_1: 2
==> through the flow <==
stage	cells	total power (W)	utilization [%]	hold slack, ns	setup WS (ns)
final	507	0.000166	26.3	4.72	1.39
after global routing	507	0.000183	26.3	4.86	1.20
after CTS	507	0.000166	26.3	4.73	1.41
after detailed placement	507	0.000165	26.3	4.72	1.42
after global placement	507	0.000166	26.3	4.70	1.44
after floorplan	366	0.000108	-	3.71	2.81
Power is estimated from default activity; no workload was simulated.
